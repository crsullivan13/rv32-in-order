`./config.mk`:
```
export PLATFORM = sky130hd
export DESIGN_NAME = instruction_fetch
export DESIGN_NICKNAME = instruction_fetch
export VERILOG_FILES = /design/flow/design.v
export SDC_FILE = /design/flow/constraint.sdc
export NUM_CORES = 4
export LEC_CHECK = 1
export CORE_AREA = 10 10 98 98
export DIE_AREA = 0 0 108 108
```
`./constraint.sdc`:
```
current_design instruction_fetch

set clk_period 4.9
set clk_io_pct 0.2

create_clock -name clk0 -period $clk_period [get_ports {clock}]

set non_clock_inputs [all_inputs -no_clocks]
set_input_delay [expr $clk_period * $clk_io_pct] -clock clk0 $non_clock_inputs
set_output_delay [expr $clk_period * $clk_io_pct] -clock clk0 [all_outputs]
```
`./design.v`:
```
module instruction_fetch(
    input logic clock,
    input logic reset,
    output logic [31:0] pc,
    output logic [31:0] instr
);
    always_ff @(posedge reset or posedge clock)
        if ( reset )
            pc <= 32'h0;
        else
            pc <= pc + 32'h4;
endmodule
```
`./run.sh`:
```
#!/bin/bash
# OpenROAD 26Q1-2900-gdf79404cd8, Yosys 0.63+post, stock flow scripts
make -C /OpenROAD-flow-scripts/flow DESIGN_CONFIG=/design/flow/config.mk WORK_HOME=/design/flow/orfs finish
```
==> reports/metrics.csv <==
stage,metric,value,unit
place,place.gp.congestion,0.762,
power,p_per_area,231,mW/mm^2
power,power_leakage,0.000913,uW
min_path,hp-class,register to register,
sta,rsz0062_at_grt,no,
synth,ys_sh_xor,0.155,
layout,reg_top3,pc: 30 flops,
routing,drc,0,
critical_path,rrSetupSlack,3.10,ns
synth,ys_seq_share,0.475,
critical_path,worst-path-max-fanout,7,
grt,gr-total-overflow,0,
sta,fin_hold_ws,0.485,ns
critical_path,crit_cells,1,
floorplan,rows,32,
grt,grt_pass1_vias,1154,
power,sequentialPowerShare,0.541,
layout,syn_to_final_growth,25.7,%
synth,synthAdderAreaFrac,0.00792,
critical_path,reg2reg_to,pc[24]$_DFF_PP0_,
grt,antenna_found_initial,0,
synth,netlist_instances,147,
clock_network,cts_setup_buffers,0,
layout,largest_reg_flops,30,
layout,regMostFlops,pc,
sta,finalMaxSlewViolations,0,
clock_network,cts.sink_count,30,
floorplan,core-area,0.00765,mm^2
sta,fmaxAchievable,0.445,GHz
floorplan,die_area,0.0117,mm^2
sta,finalHoldViolCount,0,
clock_network,clock_latency,0.27,ns
floorplan,die_h,108,um
clock_network,ctsHoldBuffers,0,
critical_path,worst_setup_path_end_kind,output port,
place,port-buffer-count,31,
synth,synth_stat.cells,147,
routing,dr.pass1.iters,4,
routing,post_drt_wl_per_cell,11.8,um
routing,vias_per_cell,3.60,
routing,antenna-diode-count,0,
floorplan,fp_util,0.206,
place,dp.cells,280,
synth,mux_share,0,
sta,period_used_share,0.459,
synth,yosys.area_share.aoi,0,
layout,n_fill_cell,814,
grt,grt_pass1_wl,5690,um
clock_network,ctsHtreeMaxLevel,2,
critical_path,cp_slowest_cell,clkdlybuf4s50_1,
routing,dr_total_vias,1036,
sta,period_needed,2.25,ns
power,power_switching,96.1,uW
routing,first_iter_violations,20,
synth,netlist_area,0.00158,mm^2
power,ir_drop,85.9,uV
power,p_comb_frac,0.017,
sta,setup_violations,0,
synth,avgSynthCellArea,10.7,um^2
clock_network,cts_buffers,5,
grt,grt_usage,0.0583,
synth,simple_gate_share,0.190,
critical_path,reg2reg_depth,5,
clock_network,clock_path_buffers,2,
critical_path,path_cells,clkdlybuf4s50_1,
floorplan,dieWidth,108,um
place,dp_hpwl,2620,um
sta,worst_pin_slew,0.561,ns
sta,skew,0.00459,ns
critical_path,slowest_delay,0.52,ns
synth,topCombFamilyByArea,simple AND/OR/NAND/NOR gates,
critical_path,critPathRequiredTime,3.92,ns
synth,ys_area,0.00158,mm^2
sta,maxSlewHeadroom,0.623,
routing,wl,3410,um
run,cap_violations,0,
clock_network,path_clk_slew,0.06,ns
critical_path,crit_family,buffers and inverters,
floorplan,io_pins,66,
critical_path,crit_path_end,pc[16],
clock_network,cts_resized,0,
critical_path,critical_path_arrival,1.27,ns
power,internal_power,362,uW
outcome,status,"finished, final reports clean",
layout,layout-drive-gt1-share,0.0806,
layout,final_cells,288,
critical_path,critPathKind,register to output port,
synth,ys.flops,30,
power,pwr-share-clk,0.442,
power,swShare,0.210,
critical_path,crit_path_start_kind,register,
grt,grt_start_max_net_pins,31,
layout,ff_latch_area,751,um^2
run,openroad.warnings,25,
critical_path,rr_startpoint,pc[2]$_DFF_PP0_,
layout,logic_area,686,um^2
sta,final.setup.tns,0,ns
synth,synth_cell_types,20,
clock_network,cts_tree,yes,
clock_network,root_buffer,clkbuf_8,
synth,yosysWarnings,33,
routing,ant_nets,0,
critical_path,path_buffers,1,
critical_path,startpoint,pc[16]$_DFF_PP0_,
layout by cell type, fill, tap and decap left out:
master | Yosys | routed
and2_1 | 1 | 1
and3_1 | 2 | 2
and4_1 | 1 | 1
and4_2 | 1 | 1
buf_4 | 34 | 1
clkbuf_1 | 0 | 1
clkbuf_8 | 0 | 6
clkdlybuf4s50_1 | 0 | 31
clkinv_2 | 0 | 1
conb_1 | 1 | 34
dfrtp_1 | 30 | 30
ha_1 | 1 | 1
inv_1 | 3 | 3
nand2_1 | 10 | 10
nand3_1 | 10 | 10
nand3_2 | 1 | 1
nand4_1 | 9 | 9
nand4_2 | 1 | 1
nor2_1 | 7 | 7
nor3_1 | 3 | 3
nor4_4 | 2 | 2
or2_2 | 2 | 2
xnor2_1 | 21 | 21
xor2_1 | 7 | 7
how the worst min path moves through the flow:
stage / start / endpoint / cells past startpoint
CTS: pc[31]$_DFF_PP0_ / pc[31]$_DFF_PP0_ / 1
global route: pc[31]$_DFF_PP0_ / pc[31]$_DFF_PP0_ / 1
finish: pc[31]$_DFF_PP0_ / pc[31]$_DFF_PP0_ / 1
synthesized netlist by cell type, drive strengths merged:
cell type,n,area [um^2]
xnor2,21,184
or2,2,12.5
dfrtp,30,751
ha,1,12.5
inv,3,11.3
and2,1,6.26
nand3,11,60.1
and4,2,18.8
nand2,10,37.5
buf,34,255
nand4,10,68.8
xor2,7,61.3
conb,1,3.75
nor2,7,26.3
nor4,2,42.5
nor3,3,15.0
and3,2,12.5
metrics by stage:
step / worst slack, ns / util / instance area (um^2) / power (uW)
floorplan: 3.29 / - / 1700 / 275
global placement: 2.95 / 0.248 / 1890 / 262
detailed placement: 2.94 / 0.248 / 1890 / 261
CTS: 2.63 / 0.259 / 1980 / 468
global route: 2.59 / 0.259 / 1980 / 482
finish: 2.65 / 0.259 / 1980 / 458
routing by layer:
layer | GRT usage | vias up | wire length (um)
li1 | - | 496 | -
met1 | 0.0788 | 498 | 1520
met2 | 0.0922 | 38 | 1580
met3 | 0.0175 | 4 | 249
met4 | 0.00954 | 0 | 65
met5 | 0 | - | 0
power by group through the flow:
| stage | clock network (uW) | logic (uW) | registers [uW] |
|---|---|---|---|
| 5_1_grt | 224 | 10.4 | 247 |
| 4_1_cts | 211 | 9.28 | 248 |
| 6_report | 203 | 7.80 | 248 |
cell type report:
cell class,instances,share of cell area
clock buffer,7,0.0435
clock inverter,1,0.00252
inverter,3,0.00567
multi-input combinational,113,0.346
sequential,30,0.378
tap,102,0.0643
timing repair buffer,32,0.160
logic make-up (layout without fill, tap and decap cells):
group / Yosys count / in the layout
buffers and inverters: 37 / 43
xor gates and xnor gates: 28 / 28
other: 1 / 34
adders and majority gates: 1 / 1
and+or+nand+nor: 50 / 50
DFF: 30 / 30
No activity file was given, so power comes from the tool's default toggle rates.
