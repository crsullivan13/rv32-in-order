## ./run.sh

```bash
#!/bin/bash
# OpenROAD 26Q1-2900-gdf79404cd8, Yosys 0.63+post, stock flow scripts
make -C /OpenROAD-flow-scripts/flow DESIGN_CONFIG=/design/flow/config.mk WORK_HOME=/design/flow/orfs finish
```

## ./design.v

```verilog
module register_file(
    input logic clock,
    input logic reset,
    input logic [4:0] read_source1, read_source2, write_destination,
    input logic [31:0] write_data,
    input logic write_enable,
    output logic [31:0] source_data1, source_data2
);
    logic [31:0] reg_file[31:0];
    always_ff @(posedge clock)
        if ( write_enable )
            reg_file[write_destination] <= write_data;
    assign source_data1 = read_source1 == 32'h0 ? 32'h0 : reg_file[read_source1];
    assign source_data2 = read_source2 == 32'h0 ? 32'h0 : reg_file[read_source2];
endmodule
```

## ./config.mk

```make
export PLATFORM = sky130hd
export DESIGN_NAME = register_file
export DESIGN_NICKNAME = register_file
export VERILOG_FILES = /design/flow/design.v
export SDC_FILE = /design/flow/constraint.sdc
export NUM_CORES = 4
export LEC_CHECK = 1
export CORE_UTILIZATION = 40
```

## ./constraint.sdc

```tcl
current_design register_file

set clk_period 9.9
set clk_io_pct 0.2

create_clock -name clk0 -period $clk_period [get_ports {clock}]

set non_clock_inputs [all_inputs -no_clocks]
set_input_delay [expr $clk_period * $clk_io_pct] -clock clk0 $non_clock_inputs
set_output_delay [expr $clk_period * $clk_io_pct] -clock clk0 [all_outputs]
```

==> ci_impl_report.md <==
## Synthesis and layout report

| Metric | Value |
|---|---|
| Length of the first detailed-routing pass in iterations | 5 |
| Std-Cell Core Area | 0.116 mm^2 |
| Via density per instance | 6.32 |
| Placer's final routability congestion estimate | 0.885 |
| Clock tree from TritonCTS | done |
| Final design instance area without fill | 0.0539 mm^2 |
| Largest voltage drop on the vdd net | 132 uV |
| Most flops, register | reg_file |
| Final clock period utilization by the worst path | 81.9% |
| Registers with the most flip-flops | reg_file x1024 |
| Power density over the cells | 183 mW/mm^2 |
| DRC violation count after routing | 0 |
| Number of flip-flops in the largest register | 1024 |
| Setup repair after global routing missed its margin | false |
| Post-Route Utilization | 46.4% |
| Via count of the first global-routing pass | 30000 |
| Total Routing Usage GR | 27.4% |
| Std-Cell Rows | 125 |
| Total cell area at the placement stage | 0.0503 mm^2 |
| Critical path arrival | 6130 ps |
| Fill cell instance count of the final layout | 9422 |
| CTS Hold Bufs | 0 |
| Number of DRC markers in iteration 0 | 1435 |
| Initial antenna violation count | 6 |
| Area growth from synthesis to final layout | 14.9% |
| Die X-Extent | 345 um |
| Most Frequent Cell on Critical Path | sky130_fd_sc_hd__clkdlybuf4s50_1 |
| Share of the synthesized area in the top cell type | 65.5% |
| Dominant register cell | sky130_fd_sc_hd__edfxtp_1 |
| Yosys top cell by area | sky130_fd_sc_hd__edfxtp_1 |
| Level count of the clock H-tree | 3 |
| Post-cts sizing count | 0 |
| Die outline height | 345 um |
| Most frequent cell after synthesis | sky130_fd_sc_hd__edfxtp_1 |
| Worst path cell trace | clkdlybuf4s50_1 > and2_4 > buf_4 > a22o_1 > a2111oi_0 > nor3_1 > clkdlybuf4s50_1 |
| Final setup viols | 0 |
| Buffers from clock root to sink, at most | 3 |
| Post-DP HPWL | 86800 um |
| Final number of max-transition violations | 0 |
| Syn_area_per_cell | 19.6 um^2 |
| F_max | 0.123 GHz |
| Synthesized instance count | 2400 |
| Number of input and output port buffers inserted | 112 |
| Floorplan utilization | 40.4% |
| Run status | completed |
| Via count | 26200 |
| Accumulated negative setup slack | 0 ps |
| Global-route congestion overflow total | 0 |
| Fraction of final layout cells sized beyond drive strength 1 | 29.2% |
| Num ports | 114 |
| Largest stage delay, worst path | 1080 ps |
| Aggregate routed wire length | 146000 um |
| Post-layout minimum cycle time | 8110 ps |
| Buffers inserted by post-CTS timing repair | 0 |
| Wire length of the first global-routing pass | 207000 um |
| Critical Path Sink Type | output port |
| Number of register bits inferred by synthesis | 1024 |
| Count of tool warnings | 27 |
| Sink Count | 1024 |
| Post-synth area from yosys stat | 0.0470 mm^2 |
| Biggest area contributors in the synthesized netlist | sky130_fd_sc_hd__edfxtp_1 (65%), sky130_fd_sc_hd__mux4_2 (20%), sky130_fd_sc_hd__mux2i_1 (3.9%) |
| Worst rel slew slack | 18.6% |
| Library cell contributing the largest single delay on the critical path | sky130_fd_sc_hd__clkdlybuf4s50_1 |
| Required time of the worst setup path | 7920 ps |
| Startpoint Class | input port |
| Overall power of the completed layout | 9.86 mW |
| Static leakage | 17.2 nW |
| Hold Violations, Final | 0 |
| Fraction of registers with async set or reset after synthesis | 0% |
| CTS clk-pin slew, worst paths | 60 ps |
| Per-cell routed wire length | 35.1 um |
| Total of warnings raised by yosys | 1 |
| Number of enable-type register cells in the synthesized netlist | 1024 |
| Cells in synth_stat.txt | 2400 |
| List of most frequent post-synthesis cells | sky130_fd_sc_hd__edfxtp_1 (1024), sky130_fd_sc_hd__mux4_2 (425), sky130_fd_sc_hd__mux2i_1 (183), sky130_fd_sc_hd__clkbuf_1 (104), sky130_fd_sc_hd__nand2_1 (65) |
| Routed Antenna Nets | 0 |
| Worst-Margin Slew | 1210 ps |
| Netlist Area Pre-Place | 0.0470 mm^2 |
| Sequential element share of the synthesized area | 65.5% |
| Max Cap Violations | 0 |
| Maximum number of pins on one net before global-route repair | 85 |
| CP Class | input port to output port |
| Master cell of the clock root buffer | sky130_fd_sc_hd__clkbuf_16 |
| CP Max Fanout | 24 |
| Chip Footprint | 0.119 mm^2 |
| Total CTS buffers | 105 |
| Number of unique standard cell types used by synthesis | 40 |
| Path category of the worst min-delay check | input port to register |
-- cell type report --
class	instances	area, um^2	share of cell area, %
clock buffer	119	2740	5.09
inverter	25	96.3	0.179
sequential	1024	30700	57.0
clock inverter	75	882	1.64
timing repair buffer	236	2150	3.99
multi-input combinational	1150	15400	28.6
antenna	2	5.00	0.00928
tap	1524	1910	3.54
-- kinds of logic after synthesis --
family                 synth area share (%)
AND-OR/OR-AND                          5.41
buffers and inverters                  2.31
flip-flops                             65.5
multiplexers                           24.9
AND/OR/NAND/NOR                        1.94
-- power by group --
part           total, mW  internal (mW)  switching (mW)
Clock               4.14           2.48            1.65
Combinational      0.877          0.369           0.508
Sequential          4.85           4.82          0.0209
-- cells in the final DEF (no fill, tap or decap), types with 3 or more instances in the layout --
master,count
sky130_fd_sc_hd__mux2i_1,183
sky130_fd_sc_hd__clkbuf_1,11
sky130_fd_sc_hd__clkdlybuf4s50_1,105
sky130_fd_sc_hd__o221ai_1,31
sky130_fd_sc_hd__a21oi_1,46
sky130_fd_sc_hd__buf_8,3
sky130_fd_sc_hd__and2_1,12
sky130_fd_sc_hd__mux4_2,425
sky130_fd_sc_hd__nor2b_1,5
sky130_fd_sc_hd__nand3_1,4
sky130_fd_sc_hd__inv_1,24
sky130_fd_sc_hd__a211o_1,23
sky130_fd_sc_hd__edfxtp_1,1024
sky130_fd_sc_hd__a32o_1,9
sky130_fd_sc_hd__nor4_1,9
sky130_fd_sc_hd__clkinv_1,24
sky130_fd_sc_hd__or3b_2,4
sky130_fd_sc_hd__nor2_4,33
sky130_fd_sc_hd__nor3_1,32
sky130_fd_sc_hd__clkinvlp_4,11
sky130_fd_sc_hd__mux2_2,5
sky130_fd_sc_hd__buf_12,7
sky130_fd_sc_hd__inv_6,3
sky130_fd_sc_hd__o22ai_1,55
sky130_fd_sc_hd__mux2_1,19
sky130_fd_sc_hd__nand3b_1,7
sky130_fd_sc_hd__clkbuf_16,108
sky130_fd_sc_hd__clkinv_4,3
sky130_fd_sc_hd__buf_4,118
sky130_fd_sc_hd__clkinv_2,14
sky130_fd_sc_hd__a22o_1,62
sky130_fd_sc_hd__a2111oi_0,31
sky130_fd_sc_hd__a211oi_1,47
sky130_fd_sc_hd__a221oi_1,23
sky130_fd_sc_hd__nand2_1,64
sky130_fd_sc_hd__bufinv_16,19
-- worst max-delay path: cells and delay by family --
| family | cells | cell delay (ps) |
|---|---|---|
| compound gates | 2 | 400 |
| simple gates | 2 | 1630 |
| buf+inv | 3 | 2090 |
-- per-layer routing --
metal | wire (um) | share of wire [%] | GRT usage [%] | vias up
met4 | 5150 | 3.5 | 7.78 | 22
met1 | 42100 | 29 | 28.1 | 13100
met5 | 701 | 0.48 | 4.53 | -
li1 | - | - | - | 10700
met2 | 66000 | 45 | 38.7 | 2093
met3 | 31700 | 22 | 26.7 | 330
-- worst paths after layout --
path / endpoint / from / slack [ps] / cells after the start
max: source_data2[6] / read_source2[3] / 1790 / 7
min: reg_file[29][31] / write_data[31] / 2130 / 2
-- stage by stage --
stage               instances  hold WS (ps)  setup WS, ps
floorplan                2400          2080          4370
global placement         3959          2800          1830
detailed placement       3959          2820          1890
CTS                      4153          2100          1880
global route             4154          2140          1780
finish                   4155          2130          1790
Power and IR drop assume default switching activity.
